[design/flow/config.mk]
export PLATFORM = sky130hd
export DESIGN_NAME = register
export DESIGN_NICKNAME = register
export VERILOG_FILES = /design/flow/design.v
export SDC_FILE = /design/flow/constraint.sdc
export NUM_CORES = 4
export LEC_CHECK = 1
export CORE_UTILIZATION = 40
[design/flow/constraint.sdc]
current_design register

set clk_period 13.0
set clk_io_pct 0.2

create_clock -name clk0 -period $clk_period

set non_clock_inputs [all_inputs -no_clocks]
set_input_delay [expr $clk_period * $clk_io_pct] -clock clk0 $non_clock_inputs
set_output_delay [expr $clk_period * $clk_io_pct] -clock clk0 [all_outputs]
[design/flow/design.v]
module register(
input [4:0]read1,read2,reg_write,
input [31:0]wdata,
input write,
output reg [31:0]data1,data2
);
reg [31:0]register[31:0];
initial begin
	 register[32'd29] = 32'd10000;
end
always @(*) begin
	if(read1 == 0)
		data1 = 0;
    else if((read1 == reg_write) && write)
		data1 = wdata;
	else
      data1 = register[read1][31:0];
end
always @(*) begin
	if(read2 == 0)
		data2 = 0;
    else if((read2 == reg_write) && write)
		data2 = wdata;
	else
      data2 = register[read2][31:0];
end
always @(*) begin
  if(write && reg_write!=0)
		register[reg_write] = wdata;
  end
endmodule
[design/flow/run.sh]
#!/bin/bash
# OpenROAD 26Q1-2900-gdf79404cd8, Yosys 0.63+post, stock flow scripts
make -C /OpenROAD-flow-scripts/flow DESIGN_CONFIG=/design/flow/config.mk WORK_HOME=/design/flow/orfs finish
==> reports/qor.log <==
[power] worst vdd ir 0.01462 mV
[synthesis] Avg Inst Size Synth 8.884 um^2
[grt] initial antenna violation count 40
[sta] worst-case setup margin in the final layout 3.349 ns
[finish] relative area change from synthesis to final layout 10.73%
[power] power spent charging and discharging nets 518.4 uW
[synthesis] yosys cell count 3392
[sta] Final Cycle Share 74.24%
[synthesis] post-synth top area cell dlxtn_1
[routing] wire length per cell 47.76 um
[synthesis] Syn. warnings 2
[grt] met1 usage in global routing 65.81%
[synthesis] share of flip-flops with an asynchronous set or reset 0%
[sta] fmax 0.1036 GHz
[job] number of warning messages in the logs 32
[worst_setup_path] maximum fanout encountered on the critical timing path 35
[worst_setup_path] Critical Path End Type output port
[routing] DRC violations left 0
[clocking] hold buffer count at CTS 0
[floorplan] die width 276.5 um
[routing] number of vias per cell 7.983
[finish] post-layout instance count excluding filler cells 4463
[finish] FILL cells 7280
[sta] number of max-slew violations in the final report 0
[clocking] count of instances resized after the clock tree is built 0
[clocking] setup repair bufs after CTS 0
[routing] vias 35630
[power] ratio of total power to cell area 28.04 mW/mm^2
[place] weighted congestion at the end of routability-driven global placement 1.122
[floorplan] die area 0.07644 mm^2
[synthesis] Gate Count Post-Synth 3392
[floorplan] ports placed on the boundary 112
[place] HPWL reported at the end of detailed placement 128.7 mm
[power] LEAKAGE 0.01533 uW
[sta] slew at the pin closest to its max-slew limit 1.217 ns
[grt] overflow left after global routing 0
[sta] Final Hold Fails 0
[worst_setup_path] Data required, critical path 10.40 ns
[sta] total setup violations reported at the end of the flow 0
[floorplan] Core Rows 100
[worst_hold_path] worst min-delay path class primary input to output port
[sta] worst max-slew margin expressed relative to the limit 17.83%
[synthesis] Cell area leaders dlxtn_1 (49%), a22oi_1 (14%), and3_1 (7.8%), a2111oi_0 (3.4%), nand2_1 (2.3%)
[worst_setup_path] kind of critical path primary input to output port
[sta] count of unclocked register or latch pins 992
[grt] via count of the first global-routing pass 33550
[synthesis] number of flip-flops and latches in the synthesized netlist 992
[synthesis] chip area estimate from yosys synthesis 0.03014 mm^2
[grt] wire length of the first global-routing pass 284.1 mm
[sta] clock period minus final worst setup slack 9.651 ns
[synthesis] main flop type dlxtn_1
[synthesis] netlist area before placement 0.03014 mm^2
[synthesis] area share of the largest cell type after synthesis 49.44%
[power] Cell Int Power 417.3 uW
[finish] share of post-route cells with drive strength above 1 10.83%
[synthesis] Cell variety after synth 82
[routing] length of the first detailed-routing pass in iterations 12
[grt] layer with the highest usage after global routing met2
[place] worst-case setup slack after placement 3.640 ns
[status] outcome completed
[floorplan] floorplan core area 0.07445 mm^2
[grt] maximum number of pins on one net before global-route repair 48
[routing] routed wire length 213.2 mm
[floorplan] die outline height 276.5 um
[routing] Starting DRT DRC Count 5922
[sta] count of endpoints without a timing constraint 992
[place] count of input and output buffers 112
[synthesis] flip-flops with a built-in enable 0
[grt] total global-route track usage 56.68%
[job] Maximum Capacitance Violations 0
[finish] max reg flops 992
[power] switching power share of the total 55.40%
[grt] met3 routing resource usage after global routing 42.90%
[sta] setup repair after global routing missed its margin no
[place] DP Cell Count 4412
[worst_setup_path] startpoint kind of the worst setup timing path primary input
[routing] number of routed nets with antenna violations 0
[worst_setup_path] Data arrival, critical path 7.05 ns
[grt] GR met2 Demand/Resource 69.33%
[floorplan] initial cell density of the core 40.48%
[sta] Setup TNS 0 ns
[cell usage after synthesis, types with 31 or more instances]
| master | instances |
|---|---|
| dlxtn_1 | 992 |
| a22oi_1 | 551 |
| and3_1 | 375 |
| nand2_1 | 181 |
| clkbuf_1 | 145 |
| a2111oi_0 | 117 |
| nand3_1 | 110 |
| nand4_1 | 106 |
| buf_2 | 104 |
| nor2_1 | 90 |
| a21oi_1 | 65 |
| nor4_1 | 64 |
| o21ai_0 | 47 |
| o31ai_1 | 34 |
| nor3_1 | 31 |
[final cells by class]
| class | instances | area (um^2) | share of cell area [%] |
|---|---|---|---|
| well taps | 969 | 1212 | 3.633 |
| multi-input cells | 2112 | 14400 | 43.14 |
| diodes | 51 | 127.6 | 0.3825 |
| flip-flops and latches | 992 | 14890 | 44.64 |
| repair buffers | 327 | 2693 | 8.069 |
| inverters | 12 | 45.04 | 0.1350 |
[logic make-up (layout without fill, tap and decap cells)]
group           after synthesis  in the layout  synth area share (%)
compound gates              972            972                 24.00
latches                     992            992                 49.44
buf+inv                     288            339                 4.422
mux                          35             35                 1.204
other cells                   0             51                     0
simple gates               1096           1096                 20.69
xor+xnor                      9              9                0.2616
[critical path, stage by stage]
cell,delay (ns)
buf_2,0.54
buf_4,0.63
nand3b_2,0.62
nor2_4,0.89
buf_4,0.45
a22oi_1,0.14
nand2_1,0.11
nor4_1,0.07
o31ai_1,0.38
clkdlybuf4s50_1,0.55
[final timing paths]
kind                  from        end  slack, ns  cells past startpoint
hold / removal    wdata[9]   data2[9]       6.35                      5
setup / recovery  read1[1]  data1[21]       3.35                     10
[metal layers]
| layer | vias up | part of all wire [%] |
|---|---|---|
| met2 | 4247 | 36 |
| met3 | 1512 | 20 |
| li1 | 13180 | - |
| met5 | - | 0.24 |
| met4 | 18 | 11 |
| met1 | 16670 | 33 |
[metrics by stage]
stage / utilization (%) / cell area [um^2] / power [uW] / hold WS (ns)
2_1_floorplan: - / 30140 / 497.5 / 5.252
3_3_place_gp: 44.65 / 33240 / 887.6 / 6.345
3_5_place_dp: 44.65 / 33240 / 880.7 / 6.353
4_1_cts: 44.65 / 33240 / 885.2 / 6.356
5_1_grt: 44.69 / 33270 / 942.7 / 6.400
6_report: 44.82 / 33370 / 935.7 / 6.349
[cell usage in the layout, fill, tap and decap left out, types with 13 or more instances in the layout]
master and count:
nand2_2 31, dlxtn_1 992, a211oi_1 13, a21oi_1 64
a32oi_1 15, nand2b_1 13, nor2_2 20, o31ai_1 34
buf_4 216, a22o_1 15, nor2_4 30, o21ai_1 24
diode_2 51, nor4_1 63, and3_1 375, nor3_1 27
mux2i_1 25, nand3b_1 25, a221oi_1 17, nand2_1 150
nand3_1 110, o21ai_0 47, clkdlybuf4s50_1 103, a2111oi_0 117
a22oi_1 551, nand4_1 106, nor2_1 50
Power is estimated from default activity; no workload was simulated.
