### design.v
module instructionmemory(
  input [31:0] address,
  output [31:0] instruction
);
  reg [31:0] memory [249:0];
  integer i;
  initial
    begin
      for (i=0; i<250; i=i+1) memory[i] = 32'b0;      
       memory[40]    = 32'b001000_00000_01000_0000000000000010;  
       memory[41]    = 32'b001000_00000_01001_0000000000000010;  
       memory[42]    = 32'b000100_01000_01001_0000000000000010;  
       memory[43]    = 32'b001000_00000_01010_0000000000000010;  
       memory[44]    = 32'b001000_00000_01100_0000000000000001;  
       memory[45]    = 32'b001000_00000_01101_0000000000000011;  
       memory[46]    = 32'b001000_00000_01000_0000000000000010;  
       memory[47]    = 32'b101011_01101_01000_0000011111010000;  
       memory[48]    = 32'b100011_01101_01000_0000011111010000;  
       memory[49]    = 32'b000011_00000_00000_0000000000101000;  
    end
  assign instruction = memory[address>>2];
endmodule
### constraint.sdc
current_design instructionmemory

set clk_period 1.4
set clk_io_pct 0.2

create_clock -name clk0 -period $clk_period

set non_clock_inputs [all_inputs -no_clocks]
set_input_delay [expr $clk_period * $clk_io_pct] -clock clk0 $non_clock_inputs
set_output_delay [expr $clk_period * $clk_io_pct] -clock clk0 [all_outputs]
### run.sh
#!/bin/bash
# OpenROAD 26Q1-2900-gdf79404cd8, Yosys 0.63+post, stock flow scripts
make -C /OpenROAD-flow-scripts/flow DESIGN_CONFIG=/design/flow/config.mk WORK_HOME=/design/flow/orfs finish
### config.mk
export PLATFORM = sky130hd
export DESIGN_NAME = instructionmemory
export DESIGN_NICKNAME = instructionmemory
export VERILOG_FILES = /design/flow/design.v
export SDC_FILE = /design/flow/constraint.sdc
export NUM_CORES = 4
export LEC_CHECK = 1
export CORE_AREA = 10 10 70 70
export DIE_AREA = 0 0 80 80
export SYNTH_MEMORY_MAX_BITS = 65536
==> flow_summary.toml <==
# generated from flow reports
[setup_path]
cp_data_required_time_ns = 1.12
worstPathMaxFanout = 5
crit_arrival_ns = 1.34
setup.worst_path.start_class = "input port"
worst-path-buf-inv = 3
end_kind = "primary output"
max_stage_delay_ns = 0.43
crit_path_top_delay_cell = "or3b_4"
critPathTopFamily = "simple AND/OR/NAND/NOR gates"
criticalPathCategory = "in2out"
crit_chain = "buf_6, or3b_4, buf_4, nor4b_4, buf_2"

[sta]
slew_viol_final = 0
fin_crit_sh = 1.155
setup_viol = 21
fmax_ghz = 0.6182
fin_crit_ns = 1.618
holdWs_ns = 0.9781
rsz0062_at_grt = "yes"
fin_ws_ns = -0.2175
final-hold-violation-count = 0

[global_routing]
grt_overflow = 0
grt_max_degree = 7
grt_use_total = 0.05289
grt_pass1_vias = 533
grt_pass1_wl_um = 2801
antenna_found_initial = 0

[logic_synthesis]
synth_stat.cells = 51
synthAdderAreaFrac = 0.1220
xor_share = 0
mux_share = 0.02439
synth.distinct_cells = 22
yosysWarnings = 1
logic_family = "buffers and inverters"
syn_inst = 51
synth.cell_area_um2 = 410.4
ys_seq_frac = 0
ys_chip_area_um2 = 410.4
ys_sh_aoi = 0.06098
ys_sh_simple = 0.3415
synth_area_per_cell_um2 = 8.047

[detailed_routing]
drt_iter0_drc = 3
drt-pass1-iter-count = 2
wirelength_um = 1847
drtAntennaViolNets = 0
num_vias = 497
wl_per_cell_um = 12.83
viasPerCell = 3.451
antenna_cells = 0
drcViolationCount = 0

[run]
warning_count = 62
maxCapViolCount = 0

[final_layout]
finalNonFillerCells = 144
flops = 0
drive_gt1_frac = 0.8163
register_area_um2 = 0
area_growth_pct = 143.0
clock_buffers = 0
final_core_util = 0.2919
nFillCells = 358

[die]
rows = 21
fp_util = 0.1201
core_um2 = 3416
die-area_um2 = 6400
fp.dieH_um = 80
io_pins = 64
die_w_um = 80

[placement]
hpwlAfterDp_um = 1226
pre_cts_slack_ns = -0.9681
io_buffer_count = 30
gp_congestion = 0.7838
dp.cells = 121

[power]
peakVddDrop_mv = 0.08933
leakagePower_nw = 0.4788
p_per_area_nw_per_um2 = 164.4
power.total_w = 0.0001640

[status]
outcome = "finished, violations left"
failed_checks = "negative setup slack"

[hold_path]
hp-class = "in2out"
==> metal layers <==
layer | up-vias | track usage | wire length (µm)
li1 | 243 | - | -
met1 | 227 | 0.07652 | 843
met2 | 27 | 0.07544 | 728
met3 | 0 | 0.02159 | 274
met4 | 0 | 0 | 0
met5 | - | 0 | 0
==> cell families after synthesis <==
logic type      count (synthesis)
buf+inv                        25
simple gates                   16
compound gates                  4
fa+ha+maj                       4
mux                             1
other cells                     1
==> power breakdown <==
group	switching, W	leakage, nW	internal, W
combinational	0.0000686	0.479	0.0000953
clock	0	0	0
sequential	0	0	0
==> cell usage after synthesis <==
cell	number	area [µm²]
a31oi_1	1	6.260
inv_1	2	7.510
conb_1	1	3.750
buf_6	1	11.26
a21oi_1	2	10.01
or3b_1	1	8.760
buf_2	1	5.000
nor3b_2	1	12.51
nor3_1	3	15.01
nand2b_1	1	6.260
or4b_4	1	13.76
ha_1	4	50.05
nor4b_2	1	15.01
nor4b_1	1	8.760
a21oi_2	1	8.760
nand4bb_1	3	33.78
buf_4	21	157.7
nor2b_1	1	6.260
nand4b_1	1	8.760
and2b_1	1	7.510
mux2i_1	1	10.01
nor2_1	1	3.750
==> stage by stage <==
stage	setup TNS (ns)	instance area [µm²]
after floorplan	-0.004957	464.2
after global placement	-19.37	701.9
after detailed placement	-19.94	701.9
after CTS	-3.165	987.2
after global routing	-3.986	997.2
final	-3.042	997.2
==> worst paths after layout <==
kind | startpoint | end | slack, ns | cells after the start
setup / recovery | address[8] | instruction[17] | -0.22 | 5
hold / removal | address[9] | instruction[31] | 0.98 | 4
==> cell type report <==
class                           instances  area [µm²]  share of cell area
Multi-Input combinational cell         37       429.2              0.4304
Inverter                                2       10.01             0.01004
Tap cell                               46       57.56             0.05772
Timing Repair Buffer                   59       500.5              0.5019
==> cell usage in the layout, fill, tap and decap left out, types with 2 or more instances in the layout <==
| master | synthesis | routed |
|---|---|---|
| a21oi_4 | 0 | 3 |
| buf_2 | 1 | 19 |
| buf_4 | 21 | 13 |
| buf_6 | 1 | 26 |
| conb_1 | 1 | 10 |
| ha_4 | 0 | 3 |
| nand4bb_1 | 3 | 2 |
| nor3_2 | 0 | 3 |
| nor4b_4 | 0 | 2 |
| or3b_4 | 0 | 2 |
==> what timing repair did <==
action                                  in CTS  in global routing
endpoints found under the setup margin      22                 21
hold buffers                                 0                  0
pin swaps                                   16                  3
cloned                                       2                  0
resized                                    153                  3
setup buffers                               22                  1
Power is estimated from default activity; no workload was simulated.
