## flow/run.sh

```bash
#!/bin/bash
# OpenROAD 26Q1-2900-gdf79404cd8, Yosys 0.63+post, stock flow scripts
make -C /OpenROAD-flow-scripts/flow DESIGN_CONFIG=/design/flow/config.mk WORK_HOME=/design/flow/orfs finish
```

## flow/config.mk

```make
export PLATFORM = sky130hd
export DESIGN_NAME = ALU
export DESIGN_NICKNAME = ALU
export VERILOG_FILES = /design/flow/design.v
export SDC_FILE = /design/flow/constraint.sdc
export NUM_CORES = 4
export LEC_CHECK = 1
export CORE_UTILIZATION = 50
```

## flow/constraint.sdc

```tcl
current_design ALU

set clk_period 16.3
set clk_io_pct 0.2

create_clock -name clk0 -period $clk_period

set non_clock_inputs [all_inputs -no_clocks]
set_input_delay [expr $clk_period * $clk_io_pct] -clock clk0 $non_clock_inputs
set_output_delay [expr $clk_period * $clk_io_pct] -clock clk0 [all_outputs]
```

## flow/design.v

```verilog
module ALU(ALUCon,a,b,out,zero);
	input [3:0] ALUCon; 
	input [31:0] a;
	input [31:0] b;
	output reg [31:0] out;
	output reg zero;
always @(*) begin
		case (ALUCon)
			4'b0010:  out <= a + b;				 
			4'b0110:  out <= a - b;				 
			4'b0001:  out <= a | b;				 
			4'b0000:  out <= a & b;				 
			4'b0111:  begin if(a < b) 
							out <= 32'd1; 
						else 
                          out <= 32'd0; end
			default: out <= 32'd0;
		endcase
	end
always @(*) begin
  if(out)
	zero <= 0;
  else
    zero <= 1;
end
endmodule
```

==> commit_impl_results.txt <==
Log flow metrics for this revision

- The flow ran to the end, and the final reports show no timing, DRC or antenna violations.
* Count of yosys warnings during synthesis: 1
- The logs give a warning total of 102.
* Core ar.: 9860 um2
* Arrival time at the worst endpoint: 7830 ps
* Chip area line of the yosys report: 5150 um2
- Critical Path Source Type: primary input
- Vias in the first global route: 5348
- Hold Path Depth: 5
* Die extent in x: 103 um
* Routed wirelength normalized by instance count: 17.5 um
- Synthesized instance count: 777
- Global-route wire length before repair: 26.9 mm
* Placed cells: 980
- Count of hold buffers inserted by post-cts repair: 0
* Final-layout setup total negative slack: 0 ps
- In this run the full chip footprint comes out at 10700 um2.
* Post-Synthesis Mean Instance Area: 6.63 um2
- Post-CTS setup repair buffer count: 0
- Worst Min Path Start: ALUCon[0]
- Worst setup EP type: output pin
- Once the floorplan was initialized, standard cells occupied 52.2% of the core.
- Area used by sequential logic in the layout: 0 um2
* Ys cells: 777
* Leak: 2.81 nW
* Hold Path Class: in2out
* Library cell with the highest instance count after synthesis: sky130_fd_sc_hd__inv_1
- Pwr Density: 33.1 nW/um2
- Maximum resistive drop on vdd: 20.1 uV
* First-pass DRT Iterations: 5
- Antenna violations before repair: 1
- Summed over all layers, the global routing overflow is 0.
* Highest attainable clock frequency: 0.0901 GHz
- For this design the top-level I/O count stands at 101.
* Seq_cells: 0
* Pin count of the biggest net entering global routing: 67
* Worst setup slack before clock tree synthesis: 5310 ps
- Max-slew check failures listed in the final report amount to 0.
- Max-cap violations in this run came to 0.
- The DRC violation total left in the routed layout is recorded as 0.
- The top cell type by area accounts for 24.5% of the synthesized area.
* Cell Type Count: 79
- Main area contributors: sky130_fd_sc_hd__ha_1 (25%), sky130_fd_sc_hd__inv_1 (7.4%), sky130_fd_sc_hd__a21oi_1 (6.1%)
* Worst Path Required: 13040 ps
- Final critical delay including setup and external delays: 11090 ps
- Once iteration 0 of detailed routing completed, the report listed 417 DRC markers.
- Number of inserted filler cells in the final layout: 888
- Area added between synthesis and finish: 20.9%
- In the final layout, the share of cells above drive strength 1 is 4.37%.
- Yosys top cell by area: sky130_fd_sc_hd__ha_1
- The number of antenna diodes in the final layout is 0.
- After clock tree synthesis, the repair step resized 0 gates.
- The mapped netlist covers 5150 um2.
- After the flow finishes, the layout carries non-filler instances totaling 980.
* # rows: 36
* Overall routing resource usage: 32.6%
- Total wire length: 17.2 mm
- Top cell types by occurrence after synthesis: sky130_fd_sc_hd__inv_1 (102), sky130_fd_sc_hd__ha_1 (101), sky130_fd_sc_hd__nor2_1 (71)
- Per the finish-stage timing summary, setup violations number 0.
- Tightest Pin Transition: 682 ps
- Vias: 6054
- Setup repair after global routing left no endpoint under its margin.
* Number of clock-tree buffers in the layout: 0
- Vias per cell: 6.18
- The count of nets left with antenna violations once routing finished came out at 0.
- The floorplan step set the die height to 103 um.
* Fraction of the cycle the final worst path needs: 68.1%
- Summed over all nets, the half-perimeter wirelength after detailed placement is 13.6 mm.
- For hold timing, the worst endpoint is out[21].
- The final power report lists total power as 0.206 mW.
- Checking max transition, the worst relative margin is 53.3%.
- Along the worst path, the maximum fanout reaches 10.
- Endpoints failing hold in the final report were tallied at 0.
* IO buf count: 101
* Weighted congestion at the end of routability-driven global placement: 0.978
- Setup WS post-layout: 5210 ps
- For this run, the register share of the synthesized area comes to 0%.
- Setup CP Type: in2out
==> placed cells by master, fill, tap and decap left out, types with 11 or more instances in the layout <==
cell type / instances
sky130_fd_sc_hd__inv_1: 102
sky130_fd_sc_hd__nand3_1: 13
sky130_fd_sc_hd__a211oi_1: 12
sky130_fd_sc_hd__a21o_1: 15
sky130_fd_sc_hd__o211ai_1: 19
sky130_fd_sc_hd__ha_1: 101
sky130_fd_sc_hd__nor2_1: 71
sky130_fd_sc_hd__xnor2_1: 11
sky130_fd_sc_hd__o22ai_1: 18
sky130_fd_sc_hd__a21oi_1: 63
sky130_fd_sc_hd__nor3_1: 21
sky130_fd_sc_hd__clkdlybuf4s50_1: 100
sky130_fd_sc_hd__o21ai_0: 54
sky130_fd_sc_hd__nand2_1: 64
==> metal layers <==
layer  vias up  global-route usage, %  part of all wire, %
li1       2969                      -                    -
met1      2751                   46.8                   44
met2       289                   52.9                   45
met3        43                   3.21                  8.4
met4         2                   7.26                  2.4
met5         -                      0                0.076
==> layout make-up <==
type	instances	area [um2]	share of cell area [%]
well taps	133	166	2.67
repair buffers	110	1070	17.3
multi-input cells	633	4590	73.8
inverters	104	390	6.27
==> power by group <==
part / switching, mW / internal [mW] / total [mW]
Sequential: 0 / 0 / 0
Clock: 0 / 0 / 0
Combinational: 0.117 / 0.0893 / 0.206
==> worst max path at each step <==
stage / from / end / slack [ps] / cells past startpoint
finish: a[24] / zero / 5210 / 15
global route: a[24] / zero / 4960 / 15
CTS: a[24] / zero / 5320 / 15
==> cell families after synthesis <==
kind of cell	share of synthesized area, %
AOI/OAI and AO/OA	38.7
xor gates and xnor gates	2.38
adders and majority gates	25.3
buffers and inverters	10.8
muxes	1.19
and+or+nand+nor	21.6
==> worst max-delay path, cell delays in order <==
cell	delay, ps
sky130_fd_sc_hd__clkdlybuf4s50_1	540
sky130_fd_sc_hd__inv_1	60
sky130_fd_sc_hd__ha_1	430
sky130_fd_sc_hd__inv_1	230
sky130_fd_sc_hd__o21bai_1	100
sky130_fd_sc_hd__a21oi_1	400
sky130_fd_sc_hd__nor3_1	90
sky130_fd_sc_hd__a2111oi_0	650
sky130_fd_sc_hd__a21boi_0	280
sky130_fd_sc_hd__o21ai_0	160
sky130_fd_sc_hd__o2bb2ai_2	180
sky130_fd_sc_hd__nor4b_1	580
sky130_fd_sc_hd__nand4_1	250
sky130_fd_sc_hd__nor3_2	150
sky130_fd_sc_hd__clkdlybuf4s50_1	480
==> per-stage QoR <==
step / hold WS, ps / util [%] / instance area [um2]
floorplan: 6580 / - / 5150
global placement: 7640 / 63.1 / 6220
detailed placement: 7640 / 63.1 / 6220
CTS: 7640 / 63.1 / 6220
global route: 7720 / 63.1 / 6220
finish: 7640 / 63.1 / 6220
Power figures rest on the tool's default switching activity, not on a simulated workload.
